File: config.mk
export PLATFORM = sky130hd
export DESIGN_NAME = uart_tx
export DESIGN_NICKNAME = uart_tx
export VERILOG_FILES = /design/flow/design.v
export SDC_FILE = /design/flow/constraint.sdc
export NUM_CORES = 4
export LEC_CHECK = 1
export CORE_UTILIZATION = 30
File: constraint.sdc
current_design uart_tx

set clk_period 3.3
set clk_io_pct 0.2

create_clock -name clk0 -period $clk_period [get_ports {Clk}]

set non_clock_inputs [all_inputs -no_clocks]
set_input_delay [expr $clk_period * $clk_io_pct] -clock clk0 $non_clock_inputs
set_output_delay [expr $clk_period * $clk_io_pct] -clock clk0 [all_outputs]
File: design.v
module uart_tx(
    input Clk,
    input Rst_n,
    input Send_en,
    input [7:0]data_byte,
    input [2:0]baud_Set,
    output reg Rs232_Tx,
    output reg Tx_Done,
    output reg uart_state 
);
    reg [15:0]bps_DR;
    reg [15:0]div_cnt;
    reg div_pulse;
    reg [3:0]bps_cnt;
    reg [7:0]r_data_type;
    localparam START_BIT = 1'b0;
    localparam STOP_BIT  = 1'b1;
    always@(posedge Clk or negedge Rst_n)
        if(!Rst_n)
            bps_DR <= 16'd5208;
        else 
            case(baud_Set)
                0: bps_DR <= 16'd5207;  
                1: bps_DR <= 16'd2603;  
                2: bps_DR <= 16'd1301;  
                3: bps_DR <= 16'd867;   
                4: bps_DR <= 16'd433;   
                default: bps_DR <= 16'd5208;
            endcase
    always@(posedge Clk or negedge Rst_n )
        if(!Rst_n)
            div_cnt <= 16'd0;
        else if(uart_state)
            begin
                if(div_cnt == bps_DR)
                    div_cnt <= 16'd0;
                else 
                    div_cnt <= div_cnt +1'b1;
            end
        else 
            div_cnt <= 16'd0;
    always@(posedge Clk or negedge Rst_n)
        if(!Rst_n)
            div_pulse <= 1'b0;
        else if(div_cnt == 16'd1)
            div_pulse <= 1'b1;
        else 
            div_pulse <= 1'b0;
    always@(posedge Clk or negedge Rst_n)
        if(!Rst_n)
            bps_cnt <= 4'd0;
        else if(bps_cnt == 4'd11)
            bps_cnt <= 4'd0;
        else if(div_pulse)
            bps_cnt <= bps_cnt + 1'b1;
     always@(posedge Clk or negedge Rst_n)
        if(!Rst_n)
            Tx_Done <= 1'b0;
        else if(bps_cnt == 4'd11)
            Tx_Done <= 1'b1;
        else
            Tx_Done <= 1'b0;
    always@(posedge Clk or negedge Rst_n)
        if(!Rst_n)
            uart_state <= 1'b0;
        else if(Send_en)
            uart_state <= 1'b1;
        else if(bps_cnt == 4'd11)
            uart_state <= 1'b0;
        else 
            uart_state <= uart_state;
    always@(posedge Clk or negedge Rst_n)
        if(!Rst_n)
            r_data_type <= 8'b0;
        else if(Send_en)
            r_data_type <= data_byte;
        else 
            r_data_type <= r_data_type;
    always@(posedge Clk or negedge Rst_n)
        if(!Rst_n)
            Rs232_Tx <= 1'b1;
        else 
            case(bps_cnt)
                0: Rs232_Tx <= 1'b1;
                1: Rs232_Tx <= START_BIT;
                2: Rs232_Tx <= r_data_type[0];
                3: Rs232_Tx <= r_data_type[1];
                4: Rs232_Tx <= r_data_type[2];
                5: Rs232_Tx <= r_data_type[3];
                6: Rs232_Tx <= r_data_type[4];
                7: Rs232_Tx <= r_data_type[5];
                8: Rs232_Tx <= r_data_type[6];
                9: Rs232_Tx <= r_data_type[7];
                10: Rs232_Tx <= STOP_BIT;
            default:Rs232_Tx <= 1'b1;
            endcase
endmodule 
File: run.sh
#!/bin/bash
# OpenROAD 26Q1-2900-gdf79404cd8, Yosys 0.63+post, stock flow scripts
make -C /OpenROAD-flow-scripts/flow DESIGN_CONFIG=/design/flow/config.mk WORK_HOME=/design/flow/orfs finish
==> flow_metrics.env <==
# implementation run metrics
export IMPL_run_status="finished clean"
export IMPL_ys_warn_count=1
export IMPL_critPathMaxFanout=1
export IMPL_dpl_worst_slack_ps=1370
export IMPL_fin_skew_ps=7.42
export IMPL_cts_buffers=5
export IMPL_n_fill_cell=669
export IMPL_yosys_area_um2=2150
export IMPL_antenna_found_initial=0
export IMPL_top_cells_by_area="dfrtp_1 45%, xnor2_1 8.6%, dfstp_2 7.3%"
export IMPL_internal_power_w=0.00105
export IMPL_holdBufCountCts=0
export IMPL_p_sw_share_pct=29.2
export IMPL_num_antenna_cells=0
export IMPL_drv_slew=0
export IMPL_path_clk_slew_ps=90
export IMPL_cts_root_buf="clkbuf_8"
export IMPL_grt_pass1_wl_mm=6.50
export IMPL_cts_resized=0
export IMPL_netlist_top_cells_count="39 x dfrtp_1, 21 x nor2_1, 21 x xnor2_1"
export IMPL_crit_buf_inv=1
export IMPL_synth_edff_count=0
export IMPL_switchingPower_w=0.000431
export IMPL_htreeDepth=2
export IMPL_ys_cells=197
export IMPL_cp_required_ps=2640
export IMPL_drive_above_1_share_pct=13.1
export IMPL_max_slew_margin_pct=46.6
export IMPL_synth_top_cell_by_area="dfrtp_1"
export IMPL_hpwlAfterDp_mm=2.71
export IMPL_post_cts_setup_buffer_count=0
export IMPL_critPathLaunchType="register"
export IMPL_dieArea_um2=7510
export IMPL_area_growth_pct=16.9
export IMPL_vias=1365
export IMPL_grt_usage_pct=11.3
export IMPL_path_cells="clkdlybuf4s50_1"
export IMPL_io_pins=17
export IMPL_fp_dieW_um=86.7
export IMPL_finalCriticalPeriod_ps=1920
export IMPL_initialDrtViolationCount=83
export IMPL_cp_end_kind="output pin"
export IMPL_grt_pass1_vias=1341
export IMPL_maxCapViolCount=0
export IMPL_tool_warnings=29
export IMPL_cp_top_family="flip-flops"
export IMPL_pwr_share_clk_pct=29.0
export IMPL_clk_latency_ps=290
export IMPL_cpPeakStageDelay_ps=520
export IMPL_port_buffers=16
export IMPL_layout_setup_ws_ps=1380
export IMPL_ys_types=40
export IMPL_rsz0062_at_grt="false"
export IMPL_power_frac_comb_pct=19.6
export IMPL_die_h_um=86.7
export IMPL_coreArea_um2=6870
export IMPL_grt_max_degree=30
export IMPL_ff_type="dfrtp_1"
export IMPL_cp_arrival_ps=1260
export IMPL_avgSynthCellArea_um2=10.9
export IMPL_wl_per_cell_um=12.0
export IMPL_path_class="reg -> out"
export IMPL_min_period_over_period_pct=58.3
export IMPL_synth_cells=197
export IMPL_cts_tree="built"
export IMPL_yosys_register_bits=45
export IMPL_ir_worst_vdd_mv=0.262
export IMPL_overflow=0
export IMPL_netlist_area_um2=2150
export IMPL_ant_nets=0
export IMPL_drcViolationCount=0
export IMPL_rows=30
export IMPL_wl_mm=3.73
export IMPL_top_area_share_pct=45.4
export IMPL_finalHoldViolations=0
export IMPL_cts_path_max_buffers=2
export IMPL_worst_pin_slew_ps=799
export IMPL_hold_slack_ps=382
export IMPL_place_congestion=0.851
export IMPL_synth_seq_share_pct=52.7
export IMPL_async_reset_ff_share_pct=100
export IMPL_seqPwrFrac_pct=51.4
export IMPL_clock_fmax_ghz=0.520
export IMPL_fp_util_pct=31.3
export IMPL_post_synth_top_count_cell="dfrtp_1"
export IMPL_setup_violations=0
export IMPL_clock_sinks=45
export IMPL_tns_ps=0
export IMPL_dr_pass1_iters=4
export IMPL_leakage_nw=1.10
export IMPL_critPathSlowestCell="dfstp_2"
export IMPL_power_density_nw_per_um2=588
export IMPL_hold_class="in -> async"
export IMPL_viasPerCell=4.40
-- path summary, 6_finish.rpt --
check	from	to	slack (ps)	depth (start not counted)
max in group asynchronous	Rst_n	bps_DR[12]$_DFF_PN1_	2180	2
worst max-delay path	Rs232_Tx$_DFF_PN1_	Rs232_Tx	1380	1
min in group clk0	r_data_type[2]$_DFFE_PN0P_	r_data_type[2]$_DFFE_PN0P_	510	1
worst min-delay path	Rst_n	r_data_type[6]$_DFFE_PN0P_	380	1
worst min register to register	r_data_type[2]$_DFFE_PN0P_	r_data_type[2]$_DFFE_PN0P_	510	1
worst max register to register	div_cnt[7]$_DFF_PN0_	div_cnt[12]$_DFF_PN0_	1400	4
-- worst reg2reg max path, cell delays in order (launching register included) --
cell and delay [ps]:
dfrtp_1 540, xnor2_1 160, nand4_1 150, o41ai_4 790, nor2_1 120
-- final cells by class --
type / count / area, um2 / share of cell area (%)
Clock buffer: 6 / 82.6 / 3.29
Clock inverter: 2 / 37.5 / 1.49
Inverter: 14 / 52.6 / 2.09
Multi-Input combinational cell: 130 / 925 / 36.8
Sequential cell: 45 / 1130 / 45.1
Tap cell: 96 / 120 / 4.78
Timing Repair Buffer: 17 / 163 / 6.47
-- power by group through the flow --
stage / clock, W / sequential [W] / combinational [W]
4_1_cts: 0.000444 / 0.000761 / 0.000295
5_1_grt: 0.000464 / 0.000775 / 0.000338
6_report: 0.000428 / 0.000759 / 0.000290
-- state kept, by name (all words and copies together), names as in the netlist --
| name | count |
|---|---|
| Rs232_Tx | 1 |
| Tx_Done | 1 |
| bps_DR | 13 |
| bps_cnt | 4 |
| div_cnt | 16 |
| div_pulse | 1 |
| r_data_type | 8 |
| uart_state | 1 |
-- stage by stage --
| step | total power [W] | util [%] | cell area (um2) | std cells |
|---|---|---|---|---|
| detailed placement | 0.00106 | 34.8 | 2390 | 302 |
| finish | 0.00148 | 36.6 | 2510 | 310 |
| global route | 0.00158 | 36.6 | 2510 | 310 |
| floorplan | 0.000971 | - | 2150 | 197 |
| CTS | 0.00150 | 36.6 | 2510 | 310 |
| global placement | 0.00106 | 34.8 | 2390 | 302 |
-- cell usage in the layout, fill, tap and decap left out, types with 2 or more instances in the layout --
cell type and count:
dfrtp_1 39, or4_1 2, nand4_1 6, mux2_2 7, o21ai_0 11, nor3_1 4, a21oi_1 3, xnor2_1 21
o31ai_1 3, clkbuf_8 6, nand2_1 8, dfstp_2 6, nand3_1 9, inv_1 14, ha_1 6, nor4_1 4
xor2_1 5, clkdlybuf4s50_1 15, nor2_1 21, and3_1 2
-- cell families (layout without fill, tap and decap cells) --
| group | Yosys count | count (layout) | synth area share, % |
|---|---|---|---|
| multiplexers | 8 | 8 | 4.13 |
| adder cells (fa/ha/maj) | 6 | 6 | 3.49 |
| flip-flops | 45 | 45 | 52.7 |
| buffers and inverters | 22 | 39 | 4.30 |
| AND/OR/NAND/NOR | 66 | 66 | 16.9 |
| AND-OR/OR-AND | 24 | 24 | 7.91 |
| XOR/XNOR | 26 | 26 | 10.6 |
-- metal layers --
| metal | up-vias | wire length (um) | global-route usage, % |
|---|---|---|---|
| met4 | 0 | 68 | 1.52 |
| met5 | - | 0 | 0 |
| li1 | 699 | - | - |
| met1 | 646 | 1950 | 18.5 |
| met3 | 6 | 90 | 1.93 |
| met2 | 14 | 1620 | 16.6 |
Power figures rest on the tool's default switching activity, not on a simulated workload.
