File: ./run.sh
#!/bin/bash
# OpenROAD 26Q1-2900-gdf79404cd8, Yosys 0.63+post, stock flow scripts
make -C /OpenROAD-flow-scripts/flow DESIGN_CONFIG=/design/flow/config.mk WORK_HOME=/design/flow/orfs finish
File: ./config.mk
export PLATFORM = sky130hd
export DESIGN_NAME = uart_rx
export DESIGN_NICKNAME = uart_rx
export VERILOG_FILES = /design/flow/design.v
export SDC_FILE = /design/flow/constraint.sdc
export NUM_CORES = 4
export LEC_CHECK = 1
export CORE_UTILIZATION = 40
File: ./constraint.sdc
current_design uart_rx

set clk_period 6.4
set clk_io_pct 0.2

create_clock -name clk0 -period $clk_period [get_ports {Clk}]

set non_clock_inputs [all_inputs -no_clocks]
set_input_delay [expr $clk_period * $clk_io_pct] -clock clk0 $non_clock_inputs
set_output_delay [expr $clk_period * $clk_io_pct] -clock clk0 [all_outputs]
File: ./design.v
module uart_rx(
    input Rs232_Rx,
    input [2:0] Baud_Set,
    input Clk,
    input Rst_n,
    output reg [7:0]Data_Byte,
    output reg Rx_Done
);
    reg r1_Rs232_Rx,r2_Rs232_Rx;
    reg s1_Rs232_Rx,s2_Rs232_Rx;
    wire neg;
    reg [15:0] bps_DR;
    reg [15:0] div_cnt;
    reg div_pulse;
    reg [7:0]pulse_cnt;
    reg [2:0] START_BIT,STOP_BIT;
    reg [2:0] r_data_byte[7:0];
    reg RX_en;
    assign neg = !s1_Rs232_Rx && s2_Rs232_Rx;
    always@(posedge Clk or negedge Rst_n)
        if(!Rst_n)
            begin
                r1_Rs232_Rx <= 1'b0;
                r2_Rs232_Rx <= 1'b0;
            end
        else 
            begin
                r1_Rs232_Rx <= Rs232_Rx;
                r2_Rs232_Rx <= r1_Rs232_Rx;
            end
    always@(posedge Clk or negedge Rst_n)
        if(!Rst_n)
            begin
                s1_Rs232_Rx <= 1'b0;
                s2_Rs232_Rx <= 1'b0;
            end
        else 
            begin
                s1_Rs232_Rx <= r2_Rs232_Rx;
                s2_Rs232_Rx <= s1_Rs232_Rx;
            end
    always@(posedge Clk or negedge Rst_n)
        if(!Rst_n)
            bps_DR <= 16'd0;
        else 
            case(Baud_Set)
                0:bps_DR <= 16'd324;
                1:bps_DR <= 16'd162;
                2:bps_DR <= 16'd80;
                3:bps_DR <= 16'd53;
                4:bps_DR <= 16'd26;
            endcase
    always@(posedge Clk or negedge Rst_n)
        if(!Rst_n)
            div_cnt <= 16'd0;
        else if(div_cnt == bps_DR)
            div_cnt <= 16'd0;
        else 
            div_cnt <= div_cnt + 1'b1;
    always@(posedge Clk or negedge Rst_n)
        if(!Rst_n)
            div_pulse <= 1'd0;
        else if(div_cnt == 16'd1)
            div_pulse <= 1'd1;
        else 
            div_pulse <= 1'b0;   
    always@(posedge Clk or negedge Rst_n)
        if(!Rst_n)
            pulse_cnt <= 8'd0;
        else if(pulse_cnt == 16'd159 || (pulse_cnt ==8'd12 && (START_BIT >2)))
            pulse_cnt <= 8'd0;
        else if(div_pulse)
            pulse_cnt <= pulse_cnt + 1'b1; 
        else 
            pulse_cnt <= pulse_cnt ;
    always@(posedge Clk or negedge Rst_n )
        if(!Rst_n)
            Rx_Done <=1'b0;
        else if(pulse_cnt == 8'd159)
            Rx_Done <=1'b1;
        else 
            Rx_Done <=1'b0;
    always@(posedge Clk or negedge Rst_n)
        if(!Rst_n)
            begin
                START_BIT <= 3'd0;
                r_data_byte[0] <= 3'd0;
                r_data_byte[1] <= 3'd0;
                r_data_byte[2] <= 3'd0;
                r_data_byte[3] <= 3'd0;
                r_data_byte[4] <= 3'd0;
                r_data_byte[5] <= 3'd0;
                r_data_byte[6] <= 3'd0;
                r_data_byte[7] <= 3'd0;
                STOP_BIT <= 3'd0;
            end
        else if(div_pulse)
            begin
            case(pulse_cnt )
                0:
                    begin
                        START_BIT <= 3'd0;
                        r_data_byte[0] <= 3'd0;
                        r_data_byte[1] <= 3'd0;
                        r_data_byte[2] <= 3'd0;
                        r_data_byte[3] <= 3'd0;
                        r_data_byte[4] <= 3'd0;
                        r_data_byte[5] <= 3'd0;
                        r_data_byte[6] <= 3'd0;
                        r_data_byte[7] <= 3'd0;
                        STOP_BIT <= 3'd0;
                    end
                6,7,8,9,10,11:  START_BIT <= START_BIT + r2_Rs232_Rx;
                22,23,24,25,26,27: r_data_byte[0] <= r_data_byte[0] + r2_Rs232_Rx;
                38,39,40,41,42,43:r_data_byte[1] <= r_data_byte[1] + r2_Rs232_Rx;
                54,55,56,57,58,59:r_data_byte[2] <= r_data_byte[2] + r2_Rs232_Rx;
                70,71,72,73,74,75:r_data_byte[3] <= r_data_byte[3] + r2_Rs232_Rx;
                86,87,88,89,90,91:r_data_byte[4] <= r_data_byte[4] + r2_Rs232_Rx;
                102,103,104,105,106,107:r_data_byte[5] <= r_data_byte[5] + r2_Rs232_Rx;
                118,119,120,121,122,123:r_data_byte[6] <= r_data_byte[6] + r2_Rs232_Rx;
                134,135,136,137,138,139:r_data_byte[7] <= r_data_byte[7] + r2_Rs232_Rx;
                150,151,152,153,154,155:STOP_BIT <= STOP_BIT + r2_Rs232_Rx; 
                default: 
                    begin
                        START_BIT <= START_BIT;
                        r_data_byte[0] <=  r_data_byte[0];
                        r_data_byte[1] <=  r_data_byte[1];
                        r_data_byte[2] <=  r_data_byte[2];
                        r_data_byte[3] <=  r_data_byte[3];
                        r_data_byte[4] <=  r_data_byte[4];
                        r_data_byte[5] <=  r_data_byte[5];
                        r_data_byte[6] <=  r_data_byte[6];
                        r_data_byte[7] <=  r_data_byte[7];
                        STOP_BIT <= STOP_BIT;                       
                    end               
            endcase
            end
        always@(posedge Clk or negedge Rst_n)
            if(!Rst_n)
                Data_Byte <= 8'd0;
            else if(pulse_cnt == 8'd159)
                begin
                   Data_Byte[0] <=  r_data_byte[0][2];
                   Data_Byte[1] <=  r_data_byte[1][2];
                   Data_Byte[2] <=  r_data_byte[2][2]; 
                   Data_Byte[3] <=  r_data_byte[3][2];
                   Data_Byte[4] <=  r_data_byte[4][2];
                   Data_Byte[5] <=  r_data_byte[5][2];
                   Data_Byte[6] <=  r_data_byte[6][2]; 
                   Data_Byte[7] <=  r_data_byte[7][2];              
                end
endmodule 
==> run summary <==
run metrics: Rel. slew slack 0.580, setup_tns 0 ns, die width 101 um, status finished clean, CTS H-tree lvls 3, largest net degree at the start of global routing 40, cts bufs inserted 9, Detailed Route WL 7140 um, Vias between 2k and 3k, most frequent cells in the layout dfrtp_1 (72), nand2_1 (45), nor2_1 (35), xnor2_1 (24), ha_1 (24), # Cells Yosys 375, Crit-path slowest cell clkdlybuf4s50_1, HP Start r1_Rs232_Rx, WP data arrival ~1.2 ns, Leak 1.98 nW, Chip Area, Yosys ~3900 um^2, post-CTS sizing 0, Post-DRT Antenna Nets 0, CP Capture Type output port, Clk Latency, worst-skew pair 0.34 ns, Data required, critical path 5.12 ns, PortBufs 14, Worst R2R Start pulse_cnt[0], root buffer cell clkbuf_8, minimum clock period between 2 and 2.5 ns, EDFF count, synth 0, YS warnings 2, RSZ-0062 raised after global routing false, post-synthesis instance area between 3000 and 4000 um^2, num rows 35, DRT iter0 DRCs 124, R2R cell count 7, Clock Sinks 72, Core Region 9330 um^2, Post-Syn Instances 375, Chip Height 101 um, Max VDD drop 185 uV, DP HPWL 4930 um, worst slew pin tran 0.626 ns, Seq share, synth 0.464, critical path class flop to output port, worst clock skew 0.00641 ns, first-pass GRT wire length 12300 um, Ant. Diodes 0, CTS Buffer Depth 2, GRT overflow 0, CP top delay family buffers and inverters, Reg clk slew, reported paths ~0.070 ns, total power per unit cell area 272 nW/um^2, ratio of cells with drive above 1 in the final layout 0.102, startpoint types flop, Fmax 410 MHz, Layout area overhead 10.3%, CTS tree yes, hold path depth 0, FP Util 0.416, Flops after synth about 72, Top FF cell, synth dfrtp_1, Total GRT Usage 0.158, DR DRC count 0, antenna violations before repair 0, Max Slew Vio Count 0, Top cell excl fill/tap dfrtp_1, Reg2Reg Setup Slack between 4 and 5 ns, routed vias/inst between 5 and 6, reg-to-reg endpoint r_data_byte[6][2], Post-CTS Hold Buffers 0, Mean Syn Cell Area approximately 10 um^2, Final Hold Viols 0, Buf/Inv on CP 1, die area 10100 um^2, Setup Buffers After CTS 0, DR pass1 iterations 4, CP cell instances clkdlybuf4s50_1, number of global-route vias before repair 2570, Yosys cell types 53, wire length per cell 13.7 um, count of tool warnings 29, Final Wtd Congestion ~0.83, Max Cap Viol 0, final tally of setup violations 0, Hold Path Class flop to flop, worst-path fanout max 2, Hold Path Sink r2_Rs232_Rx, fin crit share 0.381, final core occ 0.459, Crit path largest cell delay ~0.47 ns, Top-Level Pins 15, post-synthesis async set-or-reset flop share 1.00
==> how the worst max path moves through the flow <==
stage | start | end | cells past startpoint
4_1_cts | Data_Byte[0] | Data_Byte[0] | 1
5_1_grt | Data_Byte[5] | Data_Byte[5] | 1
6_report | Data_Byte[0] | Data_Byte[0] | 1
==> report_power, final <==
group / total [mW] / leakage (nW) / switching, mW / internal [mW]
registers: 0.576 / 0.969 / 0.0764 / 0.500
logic: 0.244 / 0.910 / 0.132 / 0.112
clock network: 0.346 / 0.0989 / 0.160 / 0.187
total: 1.17 / 1.98 / 0.368 / 0.798
==> metrics by stage <==
step                      hold WS, ns  instance area (um^2)  instances  worst slack [ns]  power, mW
after global routing            0.372                  4280        521              3.91       1.24
after floorplan                 0.331                  3880        375              4.44      0.772
after detailed placement        0.341                  4100        506              3.90      0.829
final                           0.356                  4280        521              3.96       1.17
after CTS                       0.358                  4280        521              3.93       1.18
after global placement          0.337                  4100        506              3.92      0.825
==> area by class of cell <==
cell class | count | area [um^2]
sequential | 72 | 1800
clock buffer | 11 | 141
timing repair buffer | 17 | 160
fill | 850 | 5050
multi-input combinational | 266 | 1890
inverter | 22 | 82.6
tap | 129 | 161
clock inverter | 4 | 45.0
==> cell families (layout without fill, tap and decap cells) <==
group	count (synthesis)	after routing	synth area share
DFF	72	72	0.464
adders and majority gates	24	24	0.0774
muxes	27	27	0.0725
and+or+nand+nor	151	151	0.210
buffers and inverters	37	54	0.0490
xor gates and xnor gates	30	30	0.0677
AOI/OAI and AO/OA	34	34	0.0596
==> synth_stat cells, types with 5 or more instances <==
cell type	number	share of area
a21oi_1	6	0.0077
and4_1	5	0.011
buf_6	5	0.015
clkbuf_1	6	0.0058
dfrtp_1	72	0.46
ha_1	24	0.077
inv_1	22	0.021
mux2_1	5	0.015
mux2i_1	18	0.046
nand2_1	45	0.044
nand3_1	15	0.019
nand4_1	10	0.016
nor2_1	35	0.034
nor3_1	6	0.0077
o21ai_0	11	0.014
o22ai_1	5	0.0081
xnor2_1	24	0.054
xor2_1	6	0.014
==> state kept, by name, summed over array words and instances, names as in the netlist <==
signal / flops
pulse_cnt: 8
div_pulse: 1
div_cnt: 16
bps_DR: 9
r2_Rs232_Rx: 1
START_BIT: 3
Data_Byte: 8
r1_Rs232_Rx: 1
Rx_Done: 1
r_data_byte: 24
==> layer usage <==
layer / vias up / GRT usage / wire [um] / part of all wire
met5: - / 0 / 0 / 0
met4: 0 / 0.0279 / 125 / 0.018
met3: 15 / 0.0282 / 210 / 0.029
met2: 36 / 0.251 / 3340 / 0.47
met1: 1264 / 0.240 / 3460 / 0.48
li1: 1320 / - / - / -
Power and IR drop assume default switching activity.
