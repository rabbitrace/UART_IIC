===== design/flow/config.mk =====
export PLATFORM = sky130hd
export DESIGN_NAME = i2c_control
export DESIGN_NICKNAME = i2c_control
export VERILOG_FILES = /design/flow/design.v
export SDC_FILE = /design/flow/constraint.sdc
export NUM_CORES = 4
export LEC_CHECK = 1
export CORE_UTILIZATION = 50

===== design/flow/design.v =====
`timescale 1ns/10ps
module i2c_bit_shift(
	Clk,
	Rst_n,
	Cmd,
	Go,
	Rx_DATA,
	Tx_DATA,
	Trans_Done,
	ack_o,
	i2c_sclk,
	i2c_sdat
);
	input Clk;
	input Rst_n;
	input [5:0]Cmd;  
	input Go;
	output reg[7:0]Rx_DATA;  
	input [7:0]Tx_DATA;
	output reg Trans_Done;  
	output reg ack_o;
	output reg i2c_sclk;   
	inout i2c_sdat;     
    reg i2c_sdat_o;
	parameter SYS_CLOCK = 50_000_000;
	parameter SCL_CLOCK = 400_000;
	localparam SCL_CNT_M = SYS_CLOCK/SCL_CLOCK/4 - 1;
    reg i2c_sdat_oe;  
    localparam 
		WR =  6'b000001,	 
		STA = 6'b000010,	 
		RD =  6'b000100,	 
		STO = 6'b001000,	 
		ACK = 6'b010000,	 
		NACK = 6'b100000;	 
    reg[19:0] div_cnt;
    reg en_div_cnt; 
    always @(posedge Clk or negedge Rst_n) begin
        if(!Rst_n)
            div_cnt <= 20'd0;
        else if(en_div_cnt)begin
            if(div_cnt < SCL_CNT_M)
                div_cnt <= div_cnt + 1'b1;
            else 
                div_cnt <= 20'd0;
        end
    end
    wire sclk_plus = div_cnt == SCL_CNT_M;  
    assign i2c_sdat =i2c_sdat_oe?(i2c_sdat_o?1'bz:1'b0):1'bz;
    reg [7:0]state;
	localparam
		IDLE = 		8'b00000001,
		GEN_STA = 	8'b00000010,
		WR_DATA = 	8'b00000100,
		RD_DATA = 	8'b00001000,
		CHECK_ACK = 8'b00010000,
		GEN_ACK = 	8'b00100000,
		GEN_STO = 	8'b01000000;
    reg [4:0]cnt;
    always@(posedge Clk or negedge Rst_n) 
        if(!Rst_n)
            begin
                Rx_DATA <= 8'd0;
                i2c_sdat_oe <= 1'b0;
                en_div_cnt <= 1'b0;
                i2c_sdat_o <= 1'd1;
                Trans_Done <= 1'b0;
                ack_o <= 1'b0;
                state <= IDLE;
                cnt <= 0;
            end
        else 
            begin
                case(state)
                IDLE:
                    begin
                        Trans_Done <= 1'b0;
                        i2c_sdat_oe <= 1'b1;
                        if(Go)
                            begin
                               en_div_cnt <= 1'b1; 
                                if(Cmd & STA)
                                    state <= GEN_STA;
                                else if(Cmd & RD)
                                    state <= RD_DATA;
                                else if(Cmd & WR)
                                    state <= WR_DATA;
                                else 
                                    state <= IDLE;
                            end
                        else 
                            begin
                               en_div_cnt <= 1'b0;
                               state <= IDLE; 
                            end
                    end
                GEN_STA:
                    begin
                        if(sclk_plus)
                            begin
                                if(cnt == 5'd3)
                                    cnt <= 5'd0;
                                else 
                                    cnt <= cnt + 1'b1;
                                case(cnt)
                                    5'd0:begin i2c_sdat_o <= 1'b1;i2c_sdat_oe <= 1'b1; end
                                    5'd1:begin i2c_sclk <= 1'b1; end
                                    5'd2:begin i2c_sdat_o <= 1'b0; end
                                    5'd3:begin i2c_sclk <= 1'b0; end
                                    default:begin i2c_sdat_o <= 1; i2c_sclk <= 1; i2c_sclk <= 1'b1;end
                                endcase
                                if(cnt ==3 )
                                    begin
                                        if(Cmd & WR)
                                            state <= WR_DATA;
                                    end
                            end
                    end
                WR_DATA:
                    begin
                        if(sclk_plus)begin
                            if(cnt == 5'd31)
                                cnt <= 5'd0;
                            else 
                                cnt <= cnt + 1'b1;
                            case(cnt)
                                0,4,8,12,16,20,24,28: begin i2c_sdat_oe <= 1'd1; i2c_sdat_o <= Tx_DATA[7-cnt[4:2]];i2c_sclk <= 1'b0; end  
                                1,5,9,13,17,21,25,29: begin i2c_sclk <= 1'b1; end
                                2,6,10,14,18,22,26,30:begin i2c_sclk <= 1'b1; end
                                3,7,11,15,19,23,27,31:begin i2c_sclk <= 1'b0; end
                                default:begin i2c_sdat_o <= 1; i2c_sclk <= 1;end
                            endcase
                            if(cnt == 5'd31)
                                state <= CHECK_ACK;
                        end
                    end
                RD_DATA:
                    begin
                        if(sclk_plus)begin
                            if(cnt == 31)
                               cnt <= 0;
                            else 
                                cnt <= cnt + 1'b1;
                            case(cnt)
                                0,4,8,12,16,20,24,28:begin i2c_sdat_oe <= 1'd0; i2c_sclk <= 0; end
                                1,5,9,13,17,21,25,29:begin i2c_sclk <= 1;end
                                2,6,10,14,18,22,26,30:begin i2c_sclk <= 1; Rx_DATA <= {Rx_DATA[6:0],i2c_sdat}; end
                                3,7,11,15,19,23,27,31:begin i2c_sclk <= 0; end
                                default:begin i2c_sdat_o <= 1; i2c_sclk <= 1;end
                            endcase 
		        			if(cnt == 5'd31)begin
		        				state <= GEN_ACK;
		        			end
                        end
                    end
                CHECK_ACK:
                    begin
                        if(sclk_plus)
                            begin
                                if(cnt == 3)
                                   cnt <= 0;
                                else 
                                   cnt <= cnt + 1'b1;
                                case(cnt)
                                    5'd0:begin i2c_sdat_oe <= 1'd0; i2c_sclk <= 0;  end
                                    5'd1:begin i2c_sclk <= 1; end
                                    5'd2:begin i2c_sclk <= 1; ack_o <= i2c_sdat; end
                                    5'd3:begin i2c_sclk <= 0; end
                                    default:begin i2c_sdat_o <= 1; i2c_sclk <= 1;end
                                endcase 
                                if(cnt == 3)begin
                                    if(Cmd & STO)
                                       state <= GEN_STO;
                                    else begin
		        						state <= IDLE;
		        						Trans_Done <= 1'b1;                                
                                    end     
                                end
                            end
                    end
			    GEN_ACK:
			    	begin
			    		if(sclk_plus)begin
			    			if(cnt == 3)
			    				cnt <= 0;
			    			else
			    				cnt <= cnt + 1'b1;
			    			case(cnt)
			    				0:begin 
			    						i2c_sdat_oe <= 1'd1;
			    						i2c_sclk <= 0;
			    						if(Cmd & ACK)
			    							i2c_sdat_o <= 1'b0;
			    						else if(Cmd & NACK)
			    							i2c_sdat_o <= 1'b1;
			    					end
			    				1:begin i2c_sclk <= 1;end
			    				2:begin i2c_sclk <= 1;end
			    				3:begin i2c_sclk <= 0;end
			    				default:begin i2c_sdat_o <= 1; i2c_sclk <= 1;end
			    			endcase
			    			if(cnt == 3)begin
			    				if(Cmd & STO)
			    					state <= GEN_STO;
			    				else begin
			    					state <= IDLE;
			    					Trans_Done <= 1'b1;
			    				end
			    			end
			    		end
			    	end
			    GEN_STO:
			    	begin
			    		if(sclk_plus)begin
			    			if(cnt == 3)
			    				cnt <= 0;
			    			else
			    				cnt <= cnt + 1'b1;
			    			case(cnt)
			    				0:begin i2c_sdat_o <= 0; i2c_sdat_oe <= 1'd1;end
			    				1:begin i2c_sclk <= 1;end
			    				2:begin i2c_sdat_o <= 1; i2c_sclk <= 1;end
			    				3:begin i2c_sclk <= 1;end
			    				default:begin i2c_sdat_o <= 1; i2c_sclk <= 1;end
			    			endcase
			    			if(cnt == 3)begin
			    				Trans_Done <= 1'b1;
			    				state <= IDLE;
			    			end
			    		end
			    	end
                    default:state <= IDLE;
                endcase
            end
endmodule 
`timescale 1ns/10ps
module i2c_control(
    Clk,
    Rst_n,
    wrreg_req, 
    rdreg_req, 
    addr, 
    addr_mode, 
    wrdata, 
    rddata, 
    device_id, 
    RW_Done, 
    ack, 
    i2c_sclk,
	i2c_sdat
);
    input Clk;
    input Rst_n;
    input wrreg_req;
    input rdreg_req;
    input[15:0]addr;
    input addr_mode;
    input [7:0]wrdata;
    output reg[7:0] rddata;
    input [7:0]device_id;
    output reg RW_Done;
    output reg ack;
    output i2c_sclk;
	inout  i2c_sdat;
    reg [5:0]Cmd;
    reg Go;
    reg [7:0] Tx_DATA;
	i2c_bit_shift i2c_bit_shift(
		.Clk(Clk),
		.Rst_n(Rst_n),
		.Cmd(Cmd),
		.Go(Go),
		.Rx_DATA(Rx_DATA),
		.Tx_DATA(Tx_DATA),
		.Trans_Done(Trans_Done),
		.ack_o(ack_o),
		.i2c_sclk(i2c_sclk),
		.i2c_sdat(i2c_sdat)
	);
	reg [6:0]state;
	reg [7:0]cnt;
	localparam 
		WR =  6'b000001,	 
		STA = 6'b000010,	 
		RD =  6'b000100,	 
		STO = 6'b001000,	 
		ACK = 6'b010000,	 
		NACK = 6'b100000;	
    localparam
		IDLE = 7'b0000001,
		WR_REG = 7'b0000010,
		WAIT_WR_DONE = 7'b0000100,
		WR_REG_DONE = 7'b0001000,
		RD_REG = 7'b0010000,
		WAIT_RD_DONE = 7'b0100000,
		RD_REG_DONE = 7'b1000000;
    always@(posedge Clk or negedge Rst_n)
        if(!Rst_n)
            begin
               Cmd <= 6'd0;
               Tx_DATA <= 8'd0;
               Go <= 1'b0;
               rddata <= 8'd0;
               RW_Done <= 1'b0;
               state <= IDLE;
               ack <= 0;
            end
        else 
            begin
                case(state)
                    IDLE:
                        begin
                            cnt <= 8'd0;
                            ack <= 0;
                            RW_Done <= 1'b0;
                            if(wrreg_req)
                                state <= WR_REG;
                            else if(rdreg_req)
                                state <= RD_REG;
                            else 
                                 state <= IDLE;
                        end
                    WR_REG:
                        begin
                            state <= WAIT_WR_DONE;
                            case(cnt)
                                8'd0:write_byte(STA | WR,device_id);
                                8'd1:write_byte(WR,addr[15:8]);
                                8'd2:write_byte(WR,addr[7:0]);
                                8'd3:write_byte(WR|STO,wrdata);
                                default:;
                            endcase 
                        end
                    WAIT_WR_DONE:
                        begin
                            Go <= 1'b0;
                            if(Trans_Done)
                                begin
                                    ack <= ack | ack_o;
                                    case(cnt)
                                        8'd0:begin cnt <= 8'b1;state <= WR_REG; end
                                        8'd1:
                                        begin
                                            state <= WR_REG;
                                            if(addr_mode)
                                                cnt <= 2;
                                            else 
                                                cnt <= 3;
                                        end
                                        8'd2:
                                        begin
                                            state <= WR_REG; 
                                        end
                                        8'd3:
                                        begin
                                            state <= WR_REG_DONE;
                                        end
                                        default:state <= IDLE;
                                    endcase
                                end
                        end
                    WR_REG_DONE:
                        begin
                            RW_Done <= 1'b1;
				    	    state <= IDLE;
                        end
                    RD_REG:
                        begin
                            state <= WAIT_RD_DONE;
                            case(cnt)
                                8'd0:begin write_byte(STA | WR,device_id);end
                                8'd1:begin write_byte(WR,addr[15:8]);end
                                8'd2:begin write_byte(WR,addr[7:0]);end
                                8'd3:begin write_byte(STA | WR,device_id|8'd1);end
                                8'd4:begin read_byte(RD|STO|NACK);end
                            endcase 
                        end
                    WAIT_RD_DONE:
                        begin
                            Go <= 1'b0; 
                            if(Trans_Done)
                                begin
                                    if(cnt <= 3)
                                       ack <= ack | ack_o; 
                                    case(cnt)
                                        8'd0:begin cnt <= 1; state <= RD_REG;end
                                        8'd1:
                                            begin 
                                                state <= RD_REG;
        									    if(addr_mode)
										            cnt <= 2; 
									            else
										            cnt <= 3; 
                                            end
                                        8'd2:begin cnt <= 3; state <= RD_REG; end
                                        8'd3:begin cnt <= 4; state <= RD_REG; end
                                        8'd4:begin cnt <= 5; state <= RD_REG_DONE;end
                                        default:state <= IDLE;
                                    endcase
                                end
                        end
                    RD_REG_DONE:
                        begin
					        RW_Done <= 1'b1;
					        rddata <= Rx_DATA;
					        state <= IDLE;                            
                        end
                    default:state <= IDLE;
                endcase
            end
    task read_byte;
        input [5:0]Ctrl_Cmd;
        begin
            Cmd <= Ctrl_Cmd;
            Go <= 1'b1;
        end
    endtask
    task write_byte; 
        input [5:0] Ctrl_Cmd;
        input [7:0] write_data;
        begin
            Cmd <= Ctrl_Cmd;
            Tx_DATA <= write_data;
            Go <= 1'b1;
        end
    endtask
endmodule 

===== design/flow/constraint.sdc =====
current_design i2c_control

set clk_period 3.2
set clk_io_pct 0.2

create_clock -name clk0 -period $clk_period [get_ports {Clk}]

set non_clock_inputs [all_inputs -no_clocks]
set_input_delay [expr $clk_period * $clk_io_pct] -clock clk0 $non_clock_inputs
set_output_delay [expr $clk_period * $clk_io_pct] -clock clk0 [all_outputs]

===== design/flow/run.sh =====
#!/bin/bash
# OpenROAD 26Q1-2900-gdf79404cd8, Yosys 0.63+post, stock flow scripts
make -C /OpenROAD-flow-scripts/flow DESIGN_CONFIG=/design/flow/config.mk WORK_HOME=/design/flow/orfs finish

==> design notes <==
With the average footprint of a synthesized cell at 9.83 sq um, the count of TritonRoute iterations in the first routing pass is 4. For this block, the via count after detailed routing is 2094. The synthesized netlist contains 58 unique library cells. The vertical die dimension reported for this design is 76.1 um. The run gives 0 as the post-detailed-route count of antenna-violating nets.

The clock passes through at most 2 buffers. For reference, full adder, half adder and majority cells occupy 2.74% of the area reported after synthesis. Across the routed clock network, the largest skew measured is 0.00701 ns. The post-synth tally of flip-flops with integrated enable was 1. The tools report the TritonCTS buffer count as 5.

Looking at the critical path, the highest net fanout was 12. In the synthesized netlist, mux cells make up 2.28% of the area. The run gives 0 as the number of gates resized after cts. After synthesis, the design contains 279 cells according to Yosys.

Timing would allow up to 437 MHz. The type of origin of the critical path is a flop. The number of filler cells placed in the layout came out at 481. Checking hold timing, the worst path is listed with class input pin to async pin. The max-capacitance violation count came out at 0. The OpenROAD report gives the critical path a required time of 3.45 ns. Post-route period utilization is reported as 71.6%.

The run gives 0 for the setup-violating endpoint count in the final report. Slew at the pin with the worst max-slew slack: 0.665 ns. By startpoint and endpoint, the worst setup path is classified as flop to flop. The tools report the maximum number of pins on one net before global-route repair as 31. In this run the cell area of the synthesized design comes to 0.00274 sq mm. Pins over their slew limit in the final report were tallied at 0. Once the floorplan was initialized, standard cells occupied 52.7% of the core.

The synthesized design contains 53 register bits. The total area inside the core boundary comes to 0.00520 sq mm. The global-route congestion overflow total was 0. In this run the full chip footprint comes out at 0.00579 sq mm. Walking the worst path, the cells encountered are nor4_1, nand4_1, o21ai_1, and2_1.

Number of global-route vias before repair: 2029. The first global-routing pass estimated 9670 um of wire. Per the placement report, the placed cell count is 350. The tools report the worst max-slew margin expressed relative to the limit as 55.7%.

The tools report the count of final hold-check violations as 0. Port buffering added 6 buffers. The run finished with clean final reports. The dominant kind of combinational cell was simple AND/OR/NAND/NOR gates. In this run, the synthesized area fraction spent on AND-OR/OR-AND gates is recorded as 18.6%.

After detailed routing, the total wire length is 5320 um. The global placement routability congestion is 0.823. The peak per-stage delay on the critical path came out at 0.64 ns. In this run the VDD rail shows a maximum IR drop of 0.000275 V.

Critical path data arrival time: 2.54 ns. The power per standard cell area is 391 mW/mm^2. Per the CTS log, the root buffer master is sky130_fd_sc_hd__clkbuf_8.

The most used logic cell in the final layout was sky130_fd_sc_hd__dfrtp_1. With the number of clock sinks at 53, the routed wire length per instance is 14.9 um. The post-synthesis simple-gate area fraction was 22.0%. With the share of cells above drive strength 1 at 7.29%, the number of antenna violations at the first check in global routing is 0. The mean number of vias per cell came out at 5.85. After detailed routing, the number of remaining DRC violations is 0. Buffers inserted to repair hold after CTS numbered 0. TritonCTS built the clock tree. The synthesis report lists the Yosys warning total as 8.

The clock period minus final worst setup slack is 2.29 ns. Post-CTS timing repair inserted 0 buffers for setup. After synthesis, the share of flip-flops with an asynchronous set or reset is 88.7%. The fraction of synthesized cell area in xor and xnor cells works out to 0.639%. The registers of the reported paths see a clock transition of 0.09 ns.

The run gives 76.1 um for the overall die width. Compared with the post-synthesis result, the final layout area differs by 7.03%. Warnings raised by the tools during the run amount to 60.

Post-synth the commonest register cell is sky130_fd_sc_hd__dfrtp_1. Total global-route track usage: 21.2%. The clock latency of the later-clocked register in the worst-skew pair was 0.30 ns; the portion of the post-synthesis area used by sequential elements was 47.7%. The leakage component of the power was reported as 1.29 nW. The run gives 279 for the synthesized netlist cell count. Violation count after the first detailed-route iteration: 110. The area figure in the yosys stat output was 0.00274 sq mm.

The clock tree synthesis step divided the H-tree into 2 levels. Per the cell usage report, the commonest logic cells after layout are 45 x sky130_fd_sc_hd__dfrtp_1, 20 x sky130_fd_sc_hd__nor2_1, 17 x sky130_fd_sc_hd__inv_1. The setup TNS after final layout came out at 0 ns. The slowest stage of the critical path belongs to the cell sky130_fd_sc_hd__o21ai_1. The number of I/O pins is 49, and the non-filler instance count after layout is 358.

The half-perimeter wire length after detailed placement came out at 3810 um. Placement row count: 26. Setup repair after global routing left no endpoint under its margin. STA classifies the critical path endpoint as a flop.

The antenna cell count is 0.
-- cells by family (layout without fill, tap and decap cells) --
group                      Yosys count  count (layout)
AOI/OAI and AO/OA                   75              75
xor gates and xnor gates             2               2
adders and majority gates            6               6
buffers and inverters               32              32
DFF                                 53              53
muxes                                6               6
other                                1              10
and+or+nand+nor                    104             104
-- state kept, by name (all words and copies together) (netlist names), 4 cells and up --
signal / flops
i2c_bit_shift.div_cnt: 20
i2c_bit_shift.state: 7
i2c_bit_shift.cnt: 5
Cmd: 4
state: 7
cnt: 5
-- final cells by class --
class | instances | area [sq um] | area share, %
flip-flops and latches | 53 | 1310 | 44.6
multi-input cells | 203 | 1310 | 44.5
well taps | 70 | 87.6 | 2.98
clock buffers | 6 | 72.6 | 2.47
inverters | 17 | 63.8 | 2.17
repair buffers | 7 | 62.6 | 2.13
clock inverters | 2 | 35.0 | 1.19
-- layer usage --
layer  track usage [%]  vias up  share of wire (%)
met1              34.7      994                 50
li1                  -     1047                  -
met3              3.89        7                3.6
met5                 0        -                  0
met4              3.27        0                1.8
met2              31.6       46                 45
-- power by group --
group | switching, mW | internal [mW] | total [mW] | leakage, nW
registers | 0.00300 | 0.672 | 0.675 | 0.684
clock network | 0.213 | 0.232 | 0.445 | 0.0552
logic | 0.0184 | 0.00855 | 0.0270 | 0.554
total | 0.234 | 0.913 | 1.15 | 1.29
-- worst max-delay path, delay by kind of cell (launching register included) --
kind	cells	cell delay, ns
and+or+nand+nor	3	1.18
AOI/OAI and AO/OA	1	0.64
DFF	1	0.42
-- through the flow --
step	power [mW]	hold WS, ns	util, %	instance area, sq um	setup WS, ns
6_report	1.15	0.343	56.4	2940	0.909
5_1_grt	1.20	0.374	56.4	2940	0.694
4_1_cts	1.16	0.348	56.4	2940	0.899
3_5_place_dp	0.717	0.460	54.3	2830	0.902
3_3_place_gp	0.717	0.464	54.3	2830	0.938
2_1_floorplan	0.703	0.344	-	2780	1.44
-- synth_stat cells (5+ instances only) --
cell	count	area (sq um)
sky130_fd_sc_hd__dfrtp_1	45	1130
sky130_fd_sc_hd__nor2_1	20	75.1
sky130_fd_sc_hd__inv_1	17	63.8
sky130_fd_sc_hd__a21oi_1	16	80.1
sky130_fd_sc_hd__nand2_1	15	56.3
sky130_fd_sc_hd__o21ai_0	15	75.1
sky130_fd_sc_hd__buf_4	11	82.6
sky130_fd_sc_hd__nand3_1	11	55.1
sky130_fd_sc_hd__nor3_1	11	55.1
sky130_fd_sc_hd__nand4_1	9	56.3
sky130_fd_sc_hd__and3_1	6	37.5
sky130_fd_sc_hd__ha_1	6	75.1
sky130_fd_sc_hd__nor4_1	6	37.5
sky130_fd_sc_hd__o21a_1	6	45.0
sky130_fd_sc_hd__dfxtp_1	5	100
sky130_fd_sc_hd__o21ai_1	5	25.0
-- final timing paths --
path	startpoint	to	slack (ns)	cells after the start
max	i2c_bit_shift.div_cnt[17]	i2c_bit_shift.div_cnt[14]	0.91	4
min reg2reg	state[1]	RW_Done	0.48	2
max reg2reg	i2c_bit_shift.div_cnt[17]	i2c_bit_shift.div_cnt[14]	0.91	4
min	Rst_n	i2c_bit_shift.div_cnt[18]	0.34	1
max in group asynchronous	Rst_n	i2c_bit_shift.state[0]	2.04	2
min in group clk0	state[1]	RW_Done	0.48	2
Power is estimated from default activity; no workload was simulated.
